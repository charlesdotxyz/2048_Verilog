[./run.sh]
#!/bin/bash
# OpenROAD 26Q1-2900-gdf79404cd8, Yosys 0.63+post, stock flow scripts
make -C /OpenROAD-flow-scripts/flow DESIGN_CONFIG=/design/flow/config.mk WORK_HOME=/design/flow/orfs finish
[./config.mk]
export PLATFORM = sky130hd
export DESIGN_NAME = ee201_clk_60Hz
export DESIGN_NICKNAME = ee201_clk_60Hz
export VERILOG_FILES = /design/flow/design.v
export SDC_FILE = /design/flow/constraint.sdc
export NUM_CORES = 4
export LEC_CHECK = 1
export CORE_AREA = 10 10 88 88
export DIE_AREA = 0 0 98 98
[./constraint.sdc]
current_design ee201_clk_60Hz

set clk_period 4.6
set clk_io_pct 0.2

create_clock -name clk0 -period $clk_period [get_ports {Clk}]

set non_clock_inputs [all_inputs -no_clocks]
set_input_delay [expr $clk_period * $clk_io_pct] -clock clk0 $non_clock_inputs
set_output_delay [expr $clk_period * $clk_io_pct] -clock clk0 [all_outputs]
[./design.v]
`timescale 1ns / 1ps
module ee201_clk_60Hz(Clk, Reset, Clk60);	
	parameter WIDTH = 21;
	input Clk, Reset;
	output Clk60;	
	reg ClkReg;
	assign Clk60 = ClkReg;
	wire Toggle;
	localparam
		MAXCOUNT			=  21'd1666667;
	wire [WIDTH-1:0] N;
	assign N = (MAXCOUNT >> 1);
	ee201_pulse_atN #(.WIDTH(WIDTH)) PGEN1 (
		.Pulse(Toggle),.Clk(Clk),.Reset(Reset),.N(N)
	);
	always @ (posedge Clk, posedge Reset)
	begin : SLOW_CLK
		if(Reset)
			ClkReg <= 0;
		else
			if(Toggle)
				begin
					ClkReg<=~ClkReg;
				end
	end
endmodule
`timescale 1ns / 1ps
module ee201_pulse_atN(Clk, Reset, Pulse, N);	
	parameter WIDTH = 10;
	input		Clk, Reset;
	input [WIDTH-1:0] N;	
	reg [WIDTH-1:0] Nlast;	
	reg [WIDTH-1:0] Count;	
	output Pulse;
	assign Pulse = (Count == N-1) && (~(N==0)); 
	always @ (posedge Clk, posedge Reset)
	begin : PULSE_GENERATOR
		if(Reset)
			Count <= 0;
		else
			begin
    			Nlast <= N;
		    	if(~(Nlast==N))
		      		Count <= 0;
        		else if(Count == N-1)
          			begin
						Count<=0;
          			end
			  	else
			  		begin
						Count <= Count + 1;
					end
		  end
	end
endmodule
==> flow_metrics.env <==
# flow metrics
export IMPL_outcome="complete, no violations"
export IMPL_peakVddDrop_mv=0.110
export IMPL_grt_pass1_wl_um=3620
export IMPL_initial_core_util_pct=18.3
export IMPL_grt_usage_pct=4.32
export IMPL_ys_sh_xor_pct=14.6
export IMPL_setup_ws_ps=2230
export IMPL_cts_tree="built"
export IMPL_place_ws_ps=2230
export IMPL_viasPerCell=3.86
export IMPL_hold_viol_final=0
export IMPL_cap_viol_max_count=0
export IMPL_synth_flops=22
export IMPL_worstPathRequired_ps=4750
export IMPL_grt_antenna_before_repair=0
export IMPL_ys_types=22
export IMPL_drc_errors=0
export IMPL_drv_slew=0
export IMPL_drt_initial_drc_count=62
export IMPL_die_w_um=98
export IMPL_crit_end="PGEN1.Count[1]"
export IMPL_worstMarginPinSlew_ps=814
export IMPL_synthCells=107
export IMPL_wl_per_cell_um=10.4
export IMPL_path_buffers=0
export IMPL_placed_cells=184
export IMPL_whs_ps=475
export IMPL_first_global_vias=725
export IMPL_final_cell_mix="22 x dfrtp_1, 20 x nor2_1, 12 x xnor2_1"
export IMPL_coreArea_um2=5920
export IMPL_ys_cells=107
export IMPL_clk_latency_ps=260
export IMPL_ctsHoldBuffers=0
export IMPL_cts_root_buf="clkbuf_8"
export IMPL_arrival_ps=2530
export IMPL_fin_tns_setup_ps=0
export IMPL_htree_levels=1
export IMPL_leakage_nw=0.546
export IMPL_start_kind="flip-flop"
export IMPL_timing_final_crit_share_pct=51.6
export IMPL_postCtsSetupBuffers=0
export IMPL_finClkSkew_ps=1.85
export IMPL_numClockSinks=22
export IMPL_reg2reg_from="PGEN1.Count[11]"
export IMPL_crit_slowest_cell="nor4_4"
export IMPL_area_leaders="dfrtp_1 51%, xnor2_1 9.7%, nor2_1 6.9%"
export IMPL_ctsResizeCount=0
export IMPL_worst_path_stages=4
export IMPL_crit_path_max_fanout=15
export IMPL_setup_viol=0
export IMPL_fin_crit_ps=2370
export IMPL_overflow=0
export IMPL_first_pass_iters=2
export IMPL_cp_slowest_stage_delay_ps=690
export IMPL_power_density_nw_per_um2=268
export IMPL_die_h_um=98
export IMPL_io_buffers=2
export IMPL_maxSlewHeadroom_pct=45.3
export IMPL_synth_seq_share_pct=50.9
export IMPL_clk_path_buf_depth=2
export IMPL_top_area_share_pct=50.9
export IMPL_mostFrequentLayoutCell="dfrtp_1"
export IMPL_crit_path_end_kind="flip-flop"
export IMPL_yosysChipArea_um2=1080
export IMPL_synthesis_area_um2=1080
export IMPL_dieArea_um2=9600
export IMPL_finalWeightedCongestion=0.842
export IMPL_r2r_cells=4
export IMPL_crit_type="reg2reg"
export IMPL_crit_family="simple AND/OR/NAND/NOR gates"
export IMPL_vias=726
export IMPL_wl_um=1960
export IMPL_path_clk_slew_ps=80
export IMPL_io_pins=3
export IMPL_antenna_cells=0
export IMPL_ys_sh_adder_pct=2.31
export IMPL_grt_max_degree=23
export IMPL_r2r_end="PGEN1.Count[1]"
export IMPL_layout_drive_gt1_share_pct=7.08
export IMPL_holdCritPathClass="reg2reg"
export IMPL_syn_area_per_cell_um2=10.1
export IMPL_warnings=26
export IMPL_mux_share_pct=0
export IMPL_ant_nets=0
export IMPL_simple_gate_share_pct=28.7
export IMPL_fmax_ghz=0.421
export IMPL_yosysTopAreaCell="dfrtp_1"
export IMPL_fillCellCount=623
export IMPL_final_cells=188
export IMPL_rows=28
export IMPL_cp_startpoint="PGEN1.Count[11]"
export IMPL_ys_warn_count=2
export IMPL_ys_sh_aoi_pct=0.462
export IMPL_area_growth_pct=15.3
export IMPL_rsz0062_at_grt="false"
export IMPL_crit_chain="or4_1 > or3_4 > nor4_4 > and2b_2"
export IMPL_numCtsBuffers=3
export IMPL_dp_hpwl_um=1280
export IMPL_synthTopLogicFamily="simple AND/OR/NAND/NOR gates"
export IMPL_r2r_slack_ps=2230
==> how the worst min path moves through the flow <==
stage | start | end | slack (ps) | cells after the start
CTS | ClkReg | ClkReg | 480 | 1
finish | ClkReg | ClkReg | 480 | 1
global route | PGEN1.Count[7] | PGEN1.Count[7] | 510 | 1
==> sequential cells by signal, indices dropped and copies added (netlist names) <==
signal       cells
PGEN1.Count     21
ClkReg           1
==> per-layer routing <==
layer | vias up | part of all wire [%] | track usage, %
met5 | - | 0 | 0
met4 | 0 | 0.66 | 0.447
met3 | 2 | 4.4 | 1.56
met2 | 11 | 40 | 6.04
met1 | 337 | 55 | 6.39
li1 | 376 | - | -
==> cells by family (layout without fill, tap and decap cells) <==
group	after synthesis	count (layout)
AND/OR/NAND/NOR	57	57
flip-flops	22	22
XOR/XNOR	18	18
buffers and inverters	7	13
adder cells (fa/ha/maj)	2	2
AND-OR/OR-AND	1	1
==> synth_stat cells <==
library cell	n
a21oi_1	1
and2b_2	1
nor3b_1	1
nor3_1	4
nand4_1	6
or3_4	1
inv_1	6
ha_1	2
dfrtp_1	22
and3b_1	1
nor4b_1	1
xor2_1	6
xnor2_1	12
nand2_1	7
nor4_1	6
nor4_4	1
nand4b_1	1
or4_1	1
nand3_1	5
and3_1	1
buf_6	1
nor2_1	20
==> power breakdown <==
group	switching (mW)	internal, mW
Sequential	0	0.193
Clock	0.0593	0.0762
Combinational	0.00390	0.00137
==> layout make-up <==
type | count | area (µm²) | share of cell area (%)
Multi-Input combinational cell | 78 | 498 | 39.9
Clock buffer | 4 | 55.1 | 4.41
Inverter | 6 | 22.5 | 1.81
Timing Repair Buffer | 3 | 27.5 | 2.21
Sequential cell | 22 | 551 | 44.1
Tap cell | 75 | 93.8 | 7.52
==> stage by stage <==
step | area [µm²] | utilization, % | power [mW]
after floorplan | 1080 | - | 0.200
after global placement | 1190 | 20.1 | 0.203
after detailed placement | 1190 | 20.1 | 0.203
after CTS | 1250 | 21.1 | 0.339
after global routing | 1250 | 21.1 | 0.350
final | 1250 | 21.1 | 0.334
Power figures rest on the tool's default switching activity, not on a simulated workload.
